`./design.v`:
```
module prescaler (clk, out_25, out_24, out_23, out_22, out_21, out_3, out_2, reset_n);
    input       clk;
    output      out_3;   
    output      out_2;   
    output      out_21;  
    output      out_22;  
    output      out_23;  
    output      out_24;  
    output      out_25;  
    input       reset_n;
    reg         [27:0] counter;
    assign      out_25 = counter[25];
    assign      out_24 = counter[24];
    assign      out_23 = counter[23];
    assign      out_22 = counter[22];                
    assign      out_21 = counter[21];    
    assign      out_3 = counter[3];
    assign      out_2 = counter[1];    
    always @(posedge clk) begin
        if (~reset_n)
            counter <= -1;
        else
            counter <= counter + 1;
    end
endmodule 
```
`./run.sh`:
```
#!/bin/bash
# OpenROAD 26Q1-2900-gdf79404cd8, Yosys 0.63+post, stock flow scripts
make -C /OpenROAD-flow-scripts/flow DESIGN_CONFIG=/design/flow/config.mk WORK_HOME=/design/flow/orfs finish
```
`./config.mk`:
```
export PLATFORM = sky130hd
export DESIGN_NAME = prescaler
export DESIGN_NICKNAME = prescaler
export VERILOG_FILES = /design/flow/design.v
export SDC_FILE = /design/flow/constraint.sdc
export NUM_CORES = 4
export LEC_CHECK = 1
export CORE_AREA = 10 10 108 108
export DIE_AREA = 0 0 118 118
```
`./constraint.sdc`:
```
current_design prescaler

set clk_period 4.4
set clk_io_pct 0.2

create_clock -name clk0 -period $clk_period [get_ports {clk}]

set non_clock_inputs [all_inputs -no_clocks]
set_input_delay [expr $clk_period * $clk_io_pct] -clock clk0 $non_clock_inputs
set_output_delay [expr $clk_period * $clk_io_pct] -clock clk0 [all_outputs]
```
==> flow_summary.json <==
{
  "rows": 35,
  "mostFrequentLayoutCells": "dfxtp_1, nand2_1, o21ai_0",
  "ys_ff": 26,
  "ys_cells": 128,
  "dieArea_mm2": 0.0139,
  "diodes": 0,
  "layout_top_cell": "dfxtp_1",
  "final_cells": 267,
  "cts.clk_slew.worst_paths_ns": 0.09,
  "detail-route-antenna-nets": 0,
  "antenna_found_initial": 0,
  "largest_reg_flops": 26,
  "drt_wl_total_um": 2210,
  "fin_hold_ws_ns": 0.437,
  "synth_top_area_share": 0.458,
  "cts_buffers": 3,
  "num_vias": 951,
  "tool_warnings": 25,
  "die_width_um": 118,
  "syn2layout_area_growth_pct": 26.1,
  "max_freq_ghz": 0.427,
  "yosys_area_mm2": 0.00114,
  "portBuffers": 8,
  "cpMaxStageDelayCell": "or4_4",
  "avgSynthCellArea_um2": 8.88,
  "top_regs": "counter: 26 flops",
  "cp.arrival_ns": 2.51,
  "drc_errors": 0,
  "drv_cap": 0,
  "ctsHoldBuffers": 0,
  "min_period_ns": 2.34,
  "cp-end-kind": "flip-flop",
  "grt_pass1_wl_um": 3950,
  "cts_root_buf": "clkbuf_8",
  "top_cells_by_area": "dfxtp_1, nand2_1, o21ai_0, and4_1, xnor2_1",
  "clk_latency_ns": 0.27,
  "grt_setup_unrepaired": "false",
  "fill_cells": 1040,
  "yosysUniqueCellTypes": 27,
  "syn_area_mm2": 0.00114,
  "critPathRequiredTime_ns": 4.56,
  "floorplan.core_util": 0.122,
  "finalHoldViolations": 0,
  "grt_max_degree": 30,
  "final_core_utilization": 0.154,
  "core-area_mm2": 0.00928,
  "leakage_nw": 0.550,
  "synth_warnings": 1,
  "cts_tree": "yes",
  "cp_cell_sequence": "ha_1 > nand4_2 > or4_4 > or4_1 > mux2_1",
  "crit_fanout": 5,
  "cts_setup_buffers": 0,
  "critPathLaunch": "counter[1]",
  "top_area_cell": "dfxtp_1",
  "relSlewSlack": 0.403,
  "place_congestion": 0.773,
  "die_h_um": 118,
  "crit_path_end": "counter[24]",
  "cts_buffer_depth": 2,
  "peakVddDrop_mv": 0.186,
  "p_per_area_mw_per_mm2": 588,
  "hpwl_um": 1530,
  "crit_type": "reg2reg",
  "worstRegToRegCells": 5,
  "drt_iter0_markers": 108,
  "place_inst": 263,
  "post_cts_resized": 0,
  "grt_pass1_vias": 879,
  "htreeDepth": 1,
  "wl_per_cell_um": 8.26,
  "clkSinkCount": 26,
  "routed_via_density": 3.56,
  "critPathMaxStageDelay_ns": 0.54,
  "ys_seq_frac": 0.458,
  "r2r_slack_ns": 2.06,
  "drv_slew": 0,
  "worst_setup_path_start_kind": "flip-flop",
  "finalClockPeriodUsage": 0.533,
  "tns_ns": 0,
  "postSynthCellCount": 128,
  "io_pins": 9,
  "hp-class": "reg2reg",
  "setup_viol": 0,
  "drive_gt1_frac": 0.0725,
  "status": "finished, final reports clean",
  "firstDrtPassIters": 4,
  "globalRouteOverflowTotal": 0,
  "skew_ns": 0.00610,
  "max_slew.worst_pin.slew_ns": 0.887,
  "largest_register": "counter",
  "crit-reg2reg-launch": "counter[1]",
  "power.total_w": 0.000842,
  "track_usage": 0.0317,
  "r2r_end": "counter[24]"
}
==> routing by layer <==
| layer | routed length [um] | vias to the layer above | global-route usage |
|---|---|---|---|
| met2 | 916 | 18 | 0.0483 |
| met3 | 180 | 2 | 0.0146 |
| met1 | 1100 | 432 | 0.0423 |
| li1 | - | 499 | - |
| met5 | 0 | - | 0 |
| met4 | 5 | 0 | 0.00155 |
==> worst max-delay path, delay by kind of cell, from the launching register on <==
kind | cells | cell delay [ns]
DFF | 1 | 0.40
adders and majority gates | 1 | 0.26
muxes | 1 | 0.32
and+or+nand+nor | 3 | 1.26
==> logic make-up (layout without fill, tap and decap cells) <==
family,Yosys count,after routing,synth area share
AOI/OAI and AO/OA,24,24,0.113
xor gates and xnor gates,9,9,0.0694
adders and majority gates,1,1,0.0110
buffers and inverters,5,15,0.0165
DFF,26,26,0.458
muxes,2,2,0.0198
and+or+nand+nor,61,61,0.312
==> cell type report <==
| type | instances | area (um^2) | share of cell area |
|---|---|---|---|
| clock buffers | 4 | 55.1 | 0.0384 |
| inverters | 1 | 3.75 | 0.00262 |
| multi-input cells | 97 | 597 | 0.417 |
| flip-flops and latches | 26 | 520 | 0.363 |
| well taps | 129 | 161 | 0.113 |
| repair buffers | 10 | 95.1 | 0.0664 |
==> power by group <==
| part | switching [W] | total, W | internal, W |
|---|---|---|---|
| Combinational | 0.000156 | 0.000316 | 0.000160 |
| Sequential | 0.0000752 | 0.000375 | 0.000300 |
| Clock | 0.0000713 | 0.000151 | 0.0000799 |
==> worst min path at each step <==
stage           endpoint  cells after the start        from
CTS           counter[0]                      1  counter[0]
global route  counter[0]                      1  counter[0]
finish        counter[0]                      1  counter[0]
==> Yosys cell counts <==
cell type	instances
dfxtp_1	26
nand2_1	19
o21ai_0	13
nand4_1	7
a21oi_1	6
and3_1	6
and4_1	6
xnor2_1	6
nand3_1	5
nor4_1	5
a31oi_1	4
clkbuf_1	4
nand2b_1	3
xor2_1	3
nor3_1	2
or3_1	2
ha_1	1
inv_1	1
mux2_1	1
mux2_2	1
nand3_2	1
nand4_2	1
nor2_1	1
nor2b_1	1
o31a_1	1
or4_1	1
or4_4	1
==> per-stage QoR <==
| step | setup slack, ns | cell area, um^2 |
|---|---|---|
| 2_1_floorplan | 2.18 | 1140 |
| 5_1_grt | 1.95 | 1430 |
| 3_5_place_dp | 2.07 | 1380 |
| 3_3_place_gp | 2.11 | 1380 |
| 4_1_cts | 2.06 | 1430 |
| 6_report | 2.06 | 1430 |
No activity file was given, so power comes from the tool's default toggle rates.
